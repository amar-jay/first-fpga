==> ./design.v <==
module fifo #(
    parameter int WIDTH  = 8,
    parameter int DEPTH  = 4,
    parameter int ADDR_W = $clog2(DEPTH)   
) (
    input clk,
    input rst,
    input [WIDTH-1:0] data_in,
    input push,
    input pop,
    output [WIDTH-1:0] data_out,
    output full,
    output empty
);
  reg [WIDTH-1:0] mem[DEPTH-1:0];
  reg [31:0] count;
  reg [ADDR_W-1:0] read_ptr;
  reg [ADDR_W-1:0] write_ptr;
  always @(posedge clk or posedge rst) begin
    if (rst) begin
      for (int i = 0; i < DEPTH; i++) begin
        mem[i] <= 8'b0;
      end
      count <= 0;
      read_ptr <= 0;
      write_ptr <= 0;
    end else begin
      if (~full & push) begin
        mem[write_ptr] <= data_in;
        write_ptr <= write_ptr + 1;
        count <= count + 1;
      end
      if (~empty & pop) begin
        read_ptr <= read_ptr + 1;
        count <= count - 1;
      end
    end
  end
  assign data_out = mem[read_ptr];
  assign full = (count == DEPTH);
  assign empty = (count == 0);
endmodule
==> ./run.sh <==
#!/bin/bash
# OpenROAD 26Q1-2900-gdf79404cd8, Yosys 0.63+post, stock flow scripts
make -C /OpenROAD-flow-scripts/flow DESIGN_CONFIG=/design/flow/config.mk WORK_HOME=/design/flow/orfs finish
==> ./constraint.sdc <==
current_design fifo

set clk_period 8.0
set clk_io_pct 0.2

create_clock -name clk0 -period $clk_period [get_ports {clk}]

set non_clock_inputs [all_inputs -no_clocks]
set_input_delay [expr $clk_period * $clk_io_pct] -clock clk0 $non_clock_inputs
set_output_delay [expr $clk_period * $clk_io_pct] -clock clk0 [all_outputs]
==> ./config.mk <==
export PLATFORM = sky130hd
export DESIGN_NAME = fifo
export DESIGN_NICKNAME = fifo
export VERILOG_FILES = /design/flow/design.v
export SDC_FILE = /design/flow/constraint.sdc
export NUM_CORES = 4
export LEC_CHECK = 1
export CORE_UTILIZATION = 30
==> flow_summary.toml <==
# synthesis and place-and-route metrics
[status]
status = "complete, no violations"

[logic_synthesis]
mappedNetlistArea_sq_um = 4480
top_area_cell = "sky130_fd_sc_hd__dfrtp_1"
synth.cellmix.compoundShare_pct = 19.6
synthCells = 464
ys_sh_mux_pct = 10.1
netlist_logic_family_top = "AND-OR/OR-AND gates"
yosysSeqAreaShare_pct = 37.9
ys_area_sq_um = 4480
synth.top_cells.by_area = "sky130_fd_sc_hd__dfrtp_1 (38%), sky130_fd_sc_hd__ha_1 (11%), sky130_fd_sc_hd__mux2_2 (8.3%), sky130_fd_sc_hd__nand2_1 (5.1%), sky130_fd_sc_hd__o21ai_0 (4.1%)"
yosys-stat-cells = 464
flip_flops_with_a_built_in_enable = 0
simple_gate_share_pct = 14.2
ys_sh_xor_pct = 3.91
yosys.cell_types.count = 55
synth-async-reset-ratio_pct = 100
adder_cell_share_of_the_synthesized_area_pct = 11.0
synth_flops = 68
synth_largest_type_area_fraction_pct = 37.9
synthesis.yosys.warnings = 2
dominantRegCellSynth = "sky130_fd_sc_hd__dfrtp_1"
synth.avg_cell_area_sq_um = 9.66

[pwr]
power_switching_mw = 0.838
p_clk_share_pct = 19.5
p_leak_nw = 2.24
p_int_mw = 1.35
max-vdd-ir-drop_mv = 0.148
powerDensity_nw_per_um2 = 420
finalPower_mw = 2.19
power.combinational.fraction_pct = 50.2
sequentialPowerShare_pct = 30.4
sw_frac_of_total_pct = 38.2

[global_routing]
met3_grt_util_pct = 2.41
vias_in_the_first_global_route = 3395
globalRouteMet2Util_pct = 20.3
largest_net_degree_at_the_start_of_global_routing = 69
globalRoute.busiestLayer = "met2"
first_pass_grt_wire_length_um = 16400
gr-usage-met1_pct = 18.6
globalRouteOverflowTotal = 0
grt_util_all_layers_pct = 12.7
grt_antenna_before_repair = 0

[clock_tree]
ctsLongestPathBuffers = 2
ctsRootBufferMaster = "sky130_fd_sc_hd__clkbuf_16"
tritoncts_num_sinks = 68
clock_transition_at_path_regs_ns = 0.06
tritoncts_clock_tree = "done"
cts_inserted_buffers = 9
cts_resized = 0
post-cts-setup-buffer-count = 0
cts_max_level = 3
insertion_delay_ns = 0.34
ctsHoldBuffers = 0

[layout]
area_growth_syn_to_layout_pct = 16.2
share_of_post_route_cells_with_drive_strength_above_1_pct = 12.0
utilization_pct = 35.9

[critical_path]
cp.buffers_inverters = 3
r2r.worst_path.cells = 15
worstPathMaxFanout = 37
worstSetupStartpointType = "input port"
critical_path.cell_chain = "clkdlybuf4s50_1, nand2b_1, inv_1, buf_4, ha_1, a211oi_1, o211ai_1, a32oi_1, a211o_1, a31oi_1, o211a_1, or4_1, nand3_1"
arrival_ns = 5.13
reg2reg_from = "count[12]$_DFFE_PP0P_"
cp_data_required_time_ns = 8.27
cp-end-kind = "register"
reg2reg_setup_slack_ns = 3.36
critical-path-max-stage-delay_ns = 0.54
timing_worst_setup_path_type = "in -> reg"
timing.rr.end = "count[30]$_DFFE_PP0P_"
crit_path_top_delay_cell = "sky130_fd_sc_hd__clkdlybuf4s50_1"
crit_family = "AND-OR/OR-AND gates"

[sta]
timing.clock.skew_ns = 0.0100
setup-violations-final = 0
totalNegativeSetupSlack_ns = 0
report.final.slew_viol_count = 0
tightestPinTransition_ns = 0.587
final.period_utilization_pct = 60.7
layout_min_cycle_time_ns = 4.86
unrepaired_setup_endpoints_after_global_routing = "false"
hold_violations = 0
fin_worst_hold_slack_ns = 0.503
final.setup.worst_slack_ns = 3.14
fmax_mhz = 206
worst_slew_margin_rel_pct = 60.9

[place]
hpwlAfterDp_um = 6540
io_buffer_count = 21
gp_congestion = 0.907
detailedPlace.worstSlack_ns = 2.83

[hold_path]
timing.hold.worst_endpoint = "mem[0][6]$_DFFE_PP0P_"
worst_min_path_class = "reg -> reg"
timing.hold.worst.start = "mem[0][6]$_DFFE_PP0P_"
holdPathStages = 1

[die]
die_height_um = 124
fp-row-count = 44
fp.dieW_um = 124
floorplan.core_util_pct = 30.9
floorplan.io_pins = 22
die_area_sq_um = 15400
core_region_area_sq_um = 14500

[routing]
antenna_diodes = 0
detailroute.via_count = 3481
detail_route.drc_violations = 0
detail_route.wl_per_cell_um = 13.4
detail_routed_via_count_per_cell = 5.16
dr.pass1.iters = 4
drt.antenna.violating_nets = 0
postRouteWirelength_um = 9070
drtIter0Drc = 183

[run]
drv_cap = 0
warning_count = 31
-- worst reg2reg max path, stage by stage, from the launching register on --
cell,delay [ns]
sky130_fd_sc_hd__dfrtp_1,0.40
sky130_fd_sc_hd__nor4_1,0.49
sky130_fd_sc_hd__nand4_1,0.33
sky130_fd_sc_hd__nor4_4,0.38
sky130_fd_sc_hd__nand2b_1,0.27
sky130_fd_sc_hd__inv_1,0.06
sky130_fd_sc_hd__buf_4,0.27
sky130_fd_sc_hd__ha_1,0.39
sky130_fd_sc_hd__o21a_1,0.20
sky130_fd_sc_hd__o211ai_1,0.22
sky130_fd_sc_hd__o21ai_0,0.21
sky130_fd_sc_hd__o21ai_1,0.22
sky130_fd_sc_hd__a21oi_1,0.14
sky130_fd_sc_hd__o41ai_2,0.40
sky130_fd_sc_hd__mux2_2,0.39
sky130_fd_sc_hd__nor3_1,0.18
-- per-stage QoR --
stage / instances / cell area [sq um]
6_report: 675 / 5210
5_1_grt: 675 / 5210
4_1_cts: 675 / 5210
3_5_place_dp: 659 / 4890
3_3_place_gp: 659 / 4890
2_1_floorplan: 464 / 4480
-- worst max path at each step --
stage	from	end	slack, ns	cells past startpoint
CTS	pop	count[29]$_DFFE_PP0P_	3.13	13
global route	pop	count[29]$_DFFE_PP0P_	2.80	13
finish	pop	count[29]$_DFFE_PP0P_	3.14	13
-- cell families after synthesis --
group	after synthesis
buffers and inverters	35
adder cells (fa/ha/maj)	39
AND/OR/NAND/NOR	129
AND-OR/OR-AND	132
flip-flops	68
multiplexers	41
XOR/XNOR	20
-- cell usage after synthesis (all sizes together), types with 8 or more instances --
cell and number:
nor2 12, clkbuf 8, nor4 11, nand2 61
a21oi 30, o21ai 38, ha 38, mux2 33
a21o 12, xnor2 13, o21a 10, inv 21
mux2i 8, dfrtp 68, a222oi 8, nor3 12
-- layer usage --
layer	routed length, um	share of wire [%]	up-vias
met2	4170	46	55
met4	124	1.4	0
met3	382	4.2	11
met1	4400	49	1638
met5	0	0	-
li1	-	-	1777
-- area by class of cell --
| type | instances | area, sq um |
|---|---|---|
| Fill cell | 1442 | 9320 |
| Multi-Input combinational cell | 361 | 2640 |
| Sequential cell | 68 | 1700 |
| Timing Repair Buffer | 25 | 240 |
| Tap cell | 184 | 230 |
| Clock buffer | 9 | 225 |
| Clock inverter | 7 | 98.8 |
| Inverter | 21 | 78.8 |
-- cell usage in the layout, fill, tap and decap left out, types with 5 or more instances in the layout --
cell type / count
sky130_fd_sc_hd__clkbuf_16: 9
sky130_fd_sc_hd__nand3_1: 5
sky130_fd_sc_hd__a21oi_1: 29
sky130_fd_sc_hd__clkdlybuf4s50_1: 21
sky130_fd_sc_hd__nor3_1: 12
sky130_fd_sc_hd__mux2i_1: 8
sky130_fd_sc_hd__xnor2_1: 13
sky130_fd_sc_hd__inv_1: 20
sky130_fd_sc_hd__dfrtp_1: 68
sky130_fd_sc_hd__mux2_2: 33
sky130_fd_sc_hd__nor2_1: 12
sky130_fd_sc_hd__nand2_1: 61
sky130_fd_sc_hd__o31ai_1: 7
sky130_fd_sc_hd__a21o_1: 12
sky130_fd_sc_hd__o21ai_0: 37
sky130_fd_sc_hd__a222oi_1: 8
sky130_fd_sc_hd__xor2_1: 7
sky130_fd_sc_hd__o21a_1: 10
sky130_fd_sc_hd__nor4_1: 10
sky130_fd_sc_hd__nand2b_1: 5
sky130_fd_sc_hd__ha_1: 38
-- state kept, by name, indices dropped and copies added, names as in the netlist --
name and cells:
mem 32, count 32, write_ptr 2, read_ptr 2
-- power by group through the flow --
stage | clock, mW | combinational [mW] | sequential [mW]
global route | 0.453 | 1.25 | 0.695
CTS | 0.437 | 1.10 | 0.666
finish | 0.426 | 1.10 | 0.665
Power figures rest on the tool's default switching activity, not on a simulated workload.
